## flow/config.mk

```make
export PLATFORM = sky130hd
export DESIGN_NAME = cla
export DESIGN_NICKNAME = cla
export VERILOG_FILES = /design/flow/design.v
export SDC_FILE = /design/flow/constraint.sdc
export NUM_CORES = 4
export LEC_CHECK = 1
export CORE_AREA = 10 10 93 93
export DIE_AREA = 0 0 103 103
```

## flow/constraint.sdc

```tcl
current_design cla

set clk_period 8.6
set clk_io_pct 0.2

create_clock -name clk0 -period $clk_period

set non_clock_inputs [all_inputs -no_clocks]
set_input_delay [expr $clk_period * $clk_io_pct] -clock clk0 $non_clock_inputs
set_output_delay [expr $clk_period * $clk_io_pct] -clock clk0 [all_outputs]
```

## flow/design.v

```verilog
`timescale 1ns / 1ps
module gp1(input wire a, b,
           output wire g, p);
   assign g = a & b;
   assign p = a | b;
endmodule
module gp4(input wire [3:0] gin, pin,
           input wire cin,
           output wire gout, pout,
           output wire [2:0] cout);
   assign pout = pin[3] & pin[2] & pin[1] & pin[0];
   assign gout = gin[3] | (pin[3] & gin[2]) | (& pin[3:2] & gin[1]) | (& pin[3:1] & gin[0]);
   assign cout[0] = gin[0] | (pin[0] & cin);
   assign cout[1] = gin[1] | (pin[1] & gin[0]) | (& pin[1:0] & cin);
   assign cout[2] = gin[2] | (pin[2] & gin[1]) | (& pin[2:1] & gin[0]) | (& pin[2:0] & cin);
endmodule
module gp8(input wire [7:0] gin, pin,
           input wire cin,
           output wire gout, pout,
           output wire [6:0] cout);
   assign pout = (& pin);
   assign gout = gin[7] || (pin[7] & gin[6]) || (& pin[7:6] & gin[5]) || (& pin[7:5] & gin[4]) || (& pin[7:4] & gin[3]) || (& pin[7:3] & gin[2]) || (& pin[7:2] & gin[1]) || (& pin[7:1] & gin[0]);
   assign cout[0] = gin[0] | (pin[0] & cin);
   assign cout[1] = gin[1] | (pin[1] & gin[0]) | (&pin[1:0] & cin);
   assign cout[2] = gin[2] | (pin[2] & gin[1]) | (&pin[2:1] & gin[0]) | (&pin[2:0] & cin);
   assign cout[3] = gin[3] | (pin[3] & gin[2]) | (&pin[3:2] & gin[1]) | (&pin[3:1] & gin[0]) | (&pin[3:0] & cin);
   assign cout[4] = gin[4] | (pin[4] & gin[3]) | (&pin[4:3] & gin[2]) | (&pin[4:2] & gin[1]) | (&pin[4:1] & gin[0]) | (&pin[4:0] & cin);
   assign cout[5] = gin[5] | (pin[5] & gin[4]) | (&pin[5:4] & gin[3]) | (&pin[5:3] & gin[2]) | (&pin[5:2] & gin[1]) | (&pin[5:1] & gin[0]) | (&pin[5:0] & cin);
   assign cout[6] = gin[6] | (pin[6] & gin[5]) | (&pin[6:5] & gin[4]) | (&pin[6:4] & gin[3]) | (&pin[6:3] & gin[2]) | (&pin[6:2] & gin[1]) | (&pin[6:1] & gin[0]) | (&pin[6:0] & cin);
endmodule
module cla
  (input wire [31:0]  a, b,
   input wire         cin,
   output wire [31:0] sum);
   wire [31:0] g, p; 
   wire [31:0] int_carry; 
   wire [3:0] gout, pout; 
   wire [6:0] cout [3:0]; 
   genvar i;
   for (i= 0; i < 32; i= i+1) begin
      gp1 gp1_inst(
         .a(a[i]), 
         .b(b[i]), 
         .g(g[i]), 
         .p(p[i])
      );
   end
   gp8 gp8_inst0(
      .gin(g[7:0]),
      .pin(p[7:0]),
      .cin(cin),
      .gout(gout[0]),
      .pout(pout[0]),
      .cout(cout[0])
   );
   assign int_carry[8] = (gout[0]) | (pout[0] & cin);
   gp8 gp8_inst1(
      .gin(g[15:8]),
      .pin(p[15:8]),
      .cin(int_carry[8]), 
      .gout(gout[1]),
      .pout(pout[1]),
      .cout(cout[1])
   );
   assign int_carry[16] = (gout[1]) | (pout[1] & (gout[0] | (pout[0] & cin)));
   gp8 gp8_inst2(
      .gin(g[23:16]),
      .pin(p[23:16]),
      .cin(int_carry[16]),
      .gout(gout[2]),
      .pout(pout[2]),
      .cout(cout[2])
   );
   assign int_carry[24] = (gout[2]) | (pout[2] & (gout[1] | (pout[1] & (gout[0] | (pout[0] & cin)))));
   gp8 gp8_inst3(
      .gin(g[31:24]),
      .pin(p[31:24]),
      .cin(int_carry[24]),
      .gout(gout[3]),
      .pout(pout[3]),
      .cout(cout[3])
   );
   assign int_carry[0] = cin;
   assign int_carry[7:1] = cout[0];
   assign int_carry[15:9] = cout[1];
   assign int_carry[23:17] = cout[2];
   assign int_carry[31:25] = cout[3];
   assign sum = a ^ b ^ int_carry;
endmodule
```

## flow/run.sh

```bash
#!/bin/bash
# OpenROAD 26Q1-2900-gdf79404cd8, Yosys 0.63+post, stock flow scripts
make -C /OpenROAD-flow-scripts/flow DESIGN_CONFIG=/design/flow/config.mk WORK_HOME=/design/flow/orfs finish
```

==> notes.md <==
Implementation summary

The run finished with clean final reports. Derived from the worst setup path, the maximum achievable clock frequency is between 100 and 150 MHz. Once the clock tree was built, the resizer swapped 0 gates to a different size. The overall chip area is ~11000 um2. The number of max-slew violations in the final report is 0. The initial utilization of the core area, before any placement, comes to about a third.

The minimum hold slack is ~4.5 ns. The global-route congestion overflow total is 0. In the final layout, the share of cells above drive strength 1 is roughly 2.9%. STA puts the critical path data required time at roughly 7 ns.

The largest total area in the synthesized netlist belongs to ha_1. The final wirelength is between 5000 and 6000 um. Between the synthesized netlist and the finished layout, the area growth was recorded as 46.7%.

The top-level port count is approximately 97. Per the post-synthesis stats, the area per cell is 7.28 um2. The share of the Yosys chip area taken by registers is 0%.

The count of warning messages emitted by the tools is ~67. The worst ir drop on vdd is 28.2 uV. Across all layers, the routed design uses roughly 2300 vias. The mean number of vias per cell is 4.68. The final-layout fill cell count is approximately 650.

Before antenna repair, the detailed router went through 4 iterations. The power density relative to cell area is around 64 nW/um2. The type of destination of the critical path is an output pin.

The area of all sequential standard cells is 0 um2. The summed standard-cell area reported by yosys is 2290 um2. Setup repair after global routing left no endpoint under its margin. The total of hold buffers inserted after clock tree synthesis is 0.

The count of unresolved DRC violations after routing is 0. The most frequent cell after synthesis is inv_1. For reference, the placement row count at floorplan is 30. For this block, the initial DRC count from the detailed router was 46. The wire length of the first global-routing pass is 9750 um. The final layout contains a sequential cell count of 0. The tally of yosys warning messages is 1.

Setup total negative slack on the finished layout was measured at 0 ns. In the post-synthesis netlist, the biggest area contributors are ha_1, inv_1, xnor2_1, a21oi_1, xor2_1. The post-detailed-placement half-perimeter wirelength is 5550 um. The number of antenna violations at the first check in global routing is 0. The final number of hold-violating endpoints is 0.

The biggest fanout along the worst timing path is 6. The worst hold-check path type is primary input to output pin. The antenna diode instance count is 0. The maximum number of pins on one net before global-route repair is 9. The number of buffers inserted to repair setup after CTS is 0. TritonRoute output was used to compute an average wire per cell of roughly 12 um. The setup violation total in the final timing report is 0. The area of placed instances is between 3000 and 4000 um2. The count of buffers from port buffering is around 97. The cell area after layout is about 3400 um2.

The placer's final routability congestion estimate is 0.861. Across all checked pins, the minimum headroom to the slew limit is 47.6%. For the worst setup path, the data arrival time is ~5 ns. By count the netlist is led by inv_1, ha_1, nor2_1. The region available for standard cell placement spans ~6800 um2.

The classification of the worst setup path is primary input to output pin. The cell count after synthesis came out at about 320. The die is between 100 and 150 um wide. The via count of the first global-routing pass is approximately 2300. Power comes to 216 uW. Counting distinct cell types in the post-synthesis netlist gives about 54.

OpenROAD reports that the post-layout worst path occupies 78.6% of the period. The total cells reported by yosys after synthesis is 315. The top-area cell type share of the netlist area is about a third. Nets still carrying antenna violations after routing amount to 0. The static power due to leakage is between 0.0015 and 0.002 uW. Counting I/O delays and the setup requirement, the final critical path takes slightly below 7 ns. The aggregate global-route resource usage is 10.9%.

The netlist area before placement is ~2300 um2. The final layout report lists a clock buffer count of 0. The worst setup path is launched from a primary input.

The tally of max-capacitance violations is 0. According to the floorplan report, the die height is slightly above 100 um. Cells fill 49.8% of the core in the end. At the pin with the least slew margin, the transition time is 0.777 ns.
-- final timing paths --
path | startpoint | end | slack, ns | cells after the start
max | a[8] | sum[25] | 1.84 | 11
min | b[11] | sum[11] | 4.51 | 5
-- layer usage --
layer  vias to the layer above  routed length [um]  GRT usage (%)
li1                       1241                   -              -
met1                       995                2540           13.2
met2                        65                2550           18.2
met3                         0                 833           5.48
met4                         0                   0              0
met5                         -                   0              0
-- metrics by stage --
stage	setup WS [ns]	cells
after CTS	1.83	492
after detailed placement	1.83	492
after floorplan	3.08	315
final	1.84	492
after global routing	1.71	492
after global placement	1.89	492
-- cell type report --
| class | count | area [um2] | area share, % |
|---|---|---|---|
| multi-input combinational | 234 | 1990 | 59.1 |
| inverter | 81 | 304 | 9.04 |
| timing repair buffer | 97 | 971 | 28.9 |
| tap | 80 | 100 | 2.98 |
-- kinds of logic after synthesis --
family	Yosys count	share of synthesized area, %
AOI/OAI and AO/OA	63	20.8
adders and majority gates	66	37.3
buffers and inverters	81	13.3
and+or+nand+nor	82	19.9
xor gates and xnor gates	23	8.78
-- worst max-delay path, cell delays in order --
cell	delay (ns)
clkdlybuf4s50_1	0.46
ha_1	0.25
nor3b_1	0.16
a2111o_1	0.45
a211oi_2	0.25
or2_1	0.16
nand2_1	0.17
a221o_1	0.41
fa_1	0.38
xor2_1	0.14
clkdlybuf4s50_1	0.48
-- placed cells by master, fill, tap and decap left out, types with 2 or more instances in the layout --
master / n
a2111o_1: 2
a211o_1: 2
a211oi_2: 3
a21oi_1: 18
a221oi_1: 4
clkdlybuf4s50_1: 97
fa_1: 4
ha_1: 62
inv_1: 81
nand2_1: 14
nand2b_1: 7
nand3_1: 2
nor2_1: 20
nor2b_1: 3
nor3_1: 10
nor3b_1: 6
nor4_1: 3
o21ai_0: 3
o21ai_1: 3
o21bai_1: 7
o31a_1: 2
or2_1: 2
or3_1: 3
or3b_1: 2
xnor2_1: 13
xor2_1: 10
-- power by group --
group | internal, uW | switching, uW | leakage [uW]
clock network | 0 | 0 | 0
registers | 0 | 0 | 0
logic | 136 | 80.0 | 0.00169
total | 136 | 80.0 | 0.00169
No activity file was given, so power comes from the tool's default toggle rates.

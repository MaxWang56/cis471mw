==> flow/config.mk <==
export PLATFORM = sky130hd
export DESIGN_NAME = vga2dvid
export DESIGN_NICKNAME = vga2dvid
export VERILOG_FILES = /design/flow/design.v
export SDC_FILE = /design/flow/constraint.sdc
export NUM_CORES = 4
export LEC_CHECK = 1
export CORE_UTILIZATION = 40
==> flow/constraint.sdc <==
current_design vga2dvid

set clk_period 10.5
set clk_io_pct 0.2

create_clock -name clk0 -period $clk_period [get_ports {clk_pixel}]
create_clock -name clk1 -period $clk_period [get_ports {clk_shift}]

set non_clock_inputs [all_inputs -no_clocks]
set_input_delay [expr $clk_period * $clk_io_pct] -clock clk0 $non_clock_inputs
set_output_delay [expr $clk_period * $clk_io_pct] -clock clk0 [all_outputs]
==> flow/design.v <==
module tmds_encoder(
input wire clk,
input wire [7:0] data,
input wire [1:0] c,
input wire blank,
input wire resetn,
output reg [9:0] encoded
);
wire [8:0] xored;
wire [8:0] xnored;
wire [3:0] ones;
reg [8:0] data_word;
reg [8:0] data_word_inv;
wire [3:0] data_word_disparity;
reg [3:0] dc_bias;
  assign xored[0] = data[0];
  assign xored[1] = data[1] ^ xored[0];
  assign xored[2] = data[2] ^ xored[1];
  assign xored[3] = data[3] ^ xored[2];
  assign xored[4] = data[4] ^ xored[3];
  assign xored[5] = data[5] ^ xored[4];
  assign xored[6] = data[6] ^ xored[5];
  assign xored[7] = data[7] ^ xored[6];
  assign xored[8] = 1'b1;
  assign xnored[0] = data[0];
  assign xnored[1] =  ~(data[1] ^ xnored[0]);
  assign xnored[2] =  ~(data[2] ^ xnored[1]);
  assign xnored[3] =  ~(data[3] ^ xnored[2]);
  assign xnored[4] =  ~(data[4] ^ xnored[3]);
  assign xnored[5] =  ~(data[5] ^ xnored[4]);
  assign xnored[6] =  ~(data[6] ^ xnored[5]);
  assign xnored[7] =  ~(data[7] ^ xnored[6]);
  assign xnored[8] = 1'b0;
  assign ones = 4'b0000 + {3'd0, data[0]} + {3'd0, data[1]} + {3'd0, data[2]} + {3'd0, data[3]} + {3'd0, data[4]} + {3'd0, data[5]} + {3'd0, data[6]} + {3'd0, data[7]};
  always @(ones, data[0], xnored, xored) begin
    if(ones > 4 || (ones == 4 && data[0] == 1'b0)) begin
      data_word <= xnored;
      data_word_inv <=  ~(xnored);
    end
    else begin
      data_word <= xored;
      data_word_inv <=  ~(xored);
    end
  end
  assign data_word_disparity = 4'b1100 + {3'd0, data_word[0]} + {3'd0, data_word[1]} + {3'd0, data_word[2]} + {3'd0, data_word[3]} + {3'd0, data_word[4]} + {3'd0, data_word[5]} + {3'd0, data_word[6]} + {3'd0, data_word[7]};
  always @(posedge clk) begin
    if (!resetn)
      dc_bias <= 4'd0;
    if(blank == 1'b1) begin
      case(c)
      2'b00 : begin
        encoded <= 10'b1101010100;
      end
      2'b01 : begin
        encoded <= 10'b0010101011;
      end
      2'b10 : begin
        encoded <= 10'b0101010100;
      end
      default : begin
        encoded <= 10'b1010101011;
      end
      endcase
      dc_bias <= {4{1'b0}};
    end
    else begin
      if(dc_bias == 0 || data_word_disparity == 0) begin
        if(data_word[8] == 1'b1) begin
          encoded <= {2'b01,data_word[7:0]};
          dc_bias <= dc_bias + data_word_disparity;
        end
        else begin
          encoded <= {2'b10,data_word_inv[7:0]};
          dc_bias <= dc_bias - data_word_disparity;
        end
      end
      else if((dc_bias[3] == 1'b0 && data_word_disparity[3] == 1'b0) || (dc_bias[3] == 1'b1 && data_word_disparity[3] == 1'b1)) begin
        encoded <= {1'b1,data_word[8],data_word_inv[7:0]};
        dc_bias <= dc_bias + {3'd0, data_word[8]} - data_word_disparity;
      end
      else begin
        encoded <= {1'b0,data_word};
        dc_bias <= dc_bias - {3'd0, data_word_inv[8]} + data_word_disparity;
      end
    end
  end
endmodule
module vga2dvid(
input wire clk_pixel,
input wire clk_shift,
input wire [23:0] in_color,
input wire in_blank,
input wire in_hsync,
input wire in_vsync,
input wire resetn,
output wire [9:0] outp_red,
output wire [9:0] outp_green,
output wire [9:0] outp_blue,
output wire [1:0] out_red,
output wire [1:0] out_green,
output wire [1:0] out_blue,
output wire [1:0] out_clock
);
wire [9:0] encoded_red; wire [9:0] encoded_green; wire [9:0] encoded_blue;
reg [9:0] latched_red; reg [9:0] latched_green; reg [9:0] latched_blue;
reg [9:0] shift_red; reg [9:0] shift_green; reg [9:0] shift_blue;
parameter C_shift_clock_initial = 10'b0000011111;
reg [9:0] shift_clock;
reg R_shift_clock_off_sync;
reg [7:0] R_shift_clock_synchronizer;
reg [6:0] R_sync_fail;   
parameter c_red = 2'b00;
parameter c_green = 2'b00;
wire [1:0] c_blue;
wire [7:0] red_d;
wire [7:0] green_d;
wire [7:0] blue_d;
  assign c_blue = {in_vsync,in_hsync};
  assign red_d[7:0] = in_color[23:16];
  assign green_d[7:0] = in_color[15:8];
  assign blue_d[7:0] = in_color[7:0];
  always @(posedge clk_pixel) begin
    if (!resetn)
      R_shift_clock_off_sync <= 1'b0;
    if(shift_clock[5:4] == C_shift_clock_initial[5:4]) begin
      R_shift_clock_off_sync <= 1'b0;
    end
    else begin
      R_shift_clock_off_sync <= 1'b1;
    end
  end
  always @(posedge clk_shift) begin
    if (!resetn)
       R_shift_clock_synchronizer <= 0;
    if(R_shift_clock_off_sync == 1'b1) begin
      if(R_shift_clock_synchronizer[(7)] == 1'b1) begin
        R_shift_clock_synchronizer <= {8{1'b0}};
      end
      else begin
        R_shift_clock_synchronizer <= R_shift_clock_synchronizer + 1;
      end
    end
    else begin
      R_shift_clock_synchronizer <= {8{1'b0}};
    end
  end
  tmds_encoder u21(
      .clk(clk_pixel),
    .data(red_d),
    .c(c_red),
    .blank(in_blank),
    .resetn(resetn),
    .encoded(encoded_red));
  tmds_encoder u22(
      .clk(clk_pixel),
    .data(green_d),
    .c(c_green),
    .blank(in_blank),
    .resetn(resetn),
    .encoded(encoded_green));
  tmds_encoder u23(
      .clk(clk_pixel),
    .data(blue_d),
    .c(c_blue),
    .blank(in_blank),
    .resetn(resetn),
    .encoded(encoded_blue));
  always @(posedge clk_pixel) begin
    if (!resetn)
    begin
      latched_red <= 0;
      latched_green <= 0;
      latched_blue <= 0;
    end
    else
    begin
      latched_red <= encoded_red;
      latched_green <= encoded_green;
      latched_blue <= encoded_blue;
    end
  end
  assign outp_red = latched_red;
  assign outp_green = latched_green;
  assign outp_blue = latched_blue;
  always @(posedge clk_shift) begin
    if (!resetn)
    begin
      shift_red <= 0;
      shift_green <= 0;
      shift_blue <= 0;
      shift_clock <= C_shift_clock_initial;
    end
    if(shift_clock[5:4] == C_shift_clock_initial[5:4]) begin
      shift_red <= latched_red;
      shift_green <= latched_green;
      shift_blue <= latched_blue;
    end
    else begin
      shift_red <= {2'b00,shift_red[9:2]};
      shift_green <= {2'b00,shift_green[9:2]};
      shift_blue <= {2'b00,shift_blue[9:2]};
    end
    if(R_shift_clock_synchronizer[(7)] == 1'b0) begin
      shift_clock <= {shift_clock[1:0],shift_clock[9:2]};
    end
    else begin
      if(R_sync_fail[(6)] == 1'b1) begin
        shift_clock <= C_shift_clock_initial;
        R_sync_fail <= {7{1'b0}};
      end
      else begin
        R_sync_fail <= R_sync_fail + 1;
      end
    end
  end
  assign out_red = shift_red[1:0];
  assign out_green = shift_green[1:0];
  assign out_blue = shift_blue[1:0];
  assign out_clock = shift_clock[1:0];
endmodule
==> flow/run.sh <==
#!/bin/bash
# OpenROAD 26Q1-2900-gdf79404cd8, Yosys 0.63+post, stock flow scripts
make -C /OpenROAD-flow-scripts/flow DESIGN_CONFIG=/design/flow/config.mk WORK_HOME=/design/flow/orfs finish
==> impl_metrics.env <==
# flow metrics
export IMPL_ys_async_sr_fraction_pct=0
export IMPL_cp_common_cell="fa_1"
export IMPL_worst_ep_required_time_ns=10.74
export IMPL_ys_types=61
export IMPL_n_antenna_cell=0
export IMPL_dp_final_hpwl_um=10460
export IMPL_top_area_cell="dfxtp_1"
export IMPL_yosys_warnings=2
export IMPL_syn_area_um2=7564
export IMPL_wirelength_um=13400
export IMPL_initCoreUtil_pct=41.40
export IMPL_slew_violations=0
export IMPL_cts_hold_fix_buffers=0
export IMPL_topCellsByArea="dfxtp_1 29%, ha_1 11%, fa_1 9.5%, edfxtp_1 6.7%, xnor2_1 5.6%"
export IMPL_grt_max_degree=36
export IMPL_synth_seq_share_pct=36.13
export IMPL_critPathMaxFanout=6
export IMPL_cap_violations=0
export IMPL_synth_top_area_share_pct=29.38
export IMPL_critical_path_top_delay_family="adder cells"
export IMPL_holdWs_ns=0.4291
export IMPL_postSynthCellCount=728
export IMPL_tool_warnings=41
export IMPL_common_cells="111 x dfxtp_1, 82 x inv_1, 66 x ha_1, 48 x xnor2_1"
export IMPL_n_fill_cell=1600
export IMPL_worst_hold_path_type="flop to flop"
export IMPL_dp_cells=1002
export IMPL_synth_flops=128
export IMPL_die_w_um=139.5
export IMPL_dr_first_iter_drc_count=155
export IMPL_cts_tree="done"
export IMPL_ys_sh_simple_pct=11.75
export IMPL_finalHoldViolations=0
export IMPL_core_area_um2=18270
export IMPL_most_common_cell="dfxtp_1"
export IMPL_seq_area_um2=2733
export IMPL_slowest_stage="fa_1"
export IMPL_worstPathArrival_ns=10.22
export IMPL_ys_sh_aoi_pct=8.007
export IMPL_max_stage_delay_ns=0.58
export IMPL_finalSetupTns_ns=0
export IMPL_synthTopLogicFamily="adder cells"
export IMPL_synthToLayoutAreaGrowth_pct=17.15
export IMPL_worst_slew_pin_slew_ns=0.6545
export IMPL_yosysCellCount=728
export IMPL_worstSetupStartpointType="input port"
export IMPL_grt_pass1_wl_um=23740
export IMPL_chipArea_um2=19460
export IMPL_rsz0062_at_grt="no"
export IMPL_critPathKind="input port to flop"
export IMPL_post_cts_buffers=0
export IMPL_final_cells=1026
export IMPL_grt_overflow=0
export IMPL_wl_per_cell_um=13.06
export IMPL_setup_worst_path_end_class="flop"
export IMPL_die_y_um=139.5
export IMPL_routed_via_density=4.761
export IMPL_pre_cts_slack_ns=0.1386
export IMPL_yosys_area_share_adder_pct=20.71
export IMPL_clk_pin_slew_ns=0.05
export IMPL_grt_pass1_vias=4983
export IMPL_ys_sh_mux_pct=5.310
export IMPL_flop_cell="dfxtp_1"
export IMPL_setup_viol=0
export IMPL_synth_chip_area_um2=7564
export IMPL_fin_skew_ns=0.005759
export IMPL_slew_headroom_pct=56.31
export IMPL_edf_count=17
export IMPL_drive_gt1_share_pct=10.41
export IMPL_num_rows=49
export IMPL_antenna_found_initial=0
export IMPL_ant_nets=0
export IMPL_first_pass_iters=4
export IMPL_critPathBufInv=8
export IMPL_cts_sinks=128
export IMPL_setup_ws_ns=0.5167
export IMPL_grtUsageTotal_pct=15.48
export IMPL_status="complete, no violations"
export IMPL_ys_sh_xor_pct=11.48
export IMPL_place_congestion=0.8991
export IMPL_io_buffers=66
export IMPL_io_pins=68
export IMPL_drc=0
export IMPL_logic_area_um2=4342
export IMPL_vias=4885
export IMPL_synth_area_per_cell_um2=10.39
[timing repair]
item                       in CTS  in global routing
setup endpoints to repair       0                  1
gates resized                   0                  2
hold endpoints to repair        0                  0
[per-stage QoR]
step	instance area, um2	util (%)
global route	8861	48.50
finish	8861	48.50
global placement	8414	46.06
floorplan	7564	-
detailed placement	8414	46.06
CTS	8852	48.45
[cells in the final DEF, fill, tap and decap left out, drive strengths merged, types with 6 or more instances in the layout]
| master | count |
|---|---|
| or3 | 6 |
| mux2 | 25 |
| edfxtp | 17 |
| a21o | 7 |
| nand2b | 7 |
| dfxtp | 111 |
| a211oi | 8 |
| buf | 11 |
| or2 | 6 |
| ha | 66 |
| nand2 | 19 |
| inv | 84 |
| clkbuf | 16 |
| a21oi | 29 |
| nor2 | 40 |
| fa | 36 |
| mux2i | 12 |
| nand3 | 9 |
| nor3b | 7 |
| nor2b | 9 |
| xnor2 | 57 |
| and2 | 40 |
| xor2 | 23 |
| o21ai | 26 |
| clkdlybuf4s50 | 66 |
[layout make-up]
| cell class | instances | area share, % |
|---|---|---|
| multi-input combinational | 483 | 49.00 |
| sequential | 128 | 30.84 |
| timing repair buffer | 77 | 8.387 |
| clock buffer | 16 | 4.151 |
| inverter | 85 | 3.601 |
| tap | 229 | 3.234 |
| clock inverter | 8 | 0.7907 |
[routing by layer]
metal | part of all wire, % | global-route usage [%] | vias to the layer above
met5 | 0 | 0 | -
met4 | 0.90 | 1.930 | 0
met2 | 46 | 24.25 | 69
li1 | - | - | 2519
met1 | 49 | 23.41 | 2289
met3 | 3.7 | 3.296 | 8
[kinds of logic after synthesis]
family / after synthesis
simple gates: 163
flops: 128
buf+inv: 117
fa+ha+maj: 104
compound gates: 96
xor+xnor: 83
mux: 37
[worst paths after layout]
kind	cells past startpoint	endpoint	startpoint	slack, ns
worst max register to register	10	u22.dc_bias[3]	u22.dc_bias[1]	8.12
worst min register to register	1	latched_red[9]	u21.encoded[9]	0.43
worst max-delay path	30	u22.dc_bias[3]	in_color[8]	0.52
min in group clk1	2	R_shift_clock_synchronizer[7]	R_shift_clock_synchronizer[6]	0.44
worst min-delay path	1	latched_red[9]	u21.encoded[9]	0.43
max in group clk1	3	shift_clock[1]	resetn	7.21
